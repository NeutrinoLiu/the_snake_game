==> flow/design.v <==
module key_reader(
						OSC_50,
						OSC,
						rst,
						KEY,
						control,
						t0,
						t1,
						t2
						);
	input OSC_50;
	input OSC;
	input rst;
	input [3:0] KEY;
	output [1:0] control;
	output  t0, t1, t2;
	reg t0, t1, t2;
	always @(flag0 or flag1 or flag2)
		begin
			t0 = flag0;
			t1 = flag1;
			t2 = flag2;
		end
	reg [1:0] control;
	reg  flag2, flag1, flag0;
	reg OSC_double;
	always @(posedge OSC or negedge rst)
		begin	
			if (!rst)
				begin
					OSC_double <= 0;
				end
			else
					OSC_double <= ~ OSC_double;
		end
  	always @(posedge OSC or negedge rst)
  		begin
			if (!rst)
				begin
					control <= 3;
				end
			else
  			  	begin
					if (flag0) control <= 2'b00;
					else if (flag1) control <= 2'b01;
					else if (flag2) control <= 2'b10;
					else control <= 2'b11;
				end
		end
  	always @(posedge OSC_50 or posedge OSC_double)
  		begin
			if (OSC_double) flag0 <= 0;
			else
  			  	begin
					if (!KEY[0]) flag0 <= 1;
					else flag0 <= flag0;
				end
  		end
	always @(posedge OSC_50 or posedge OSC_double)
  		begin
			if (OSC_double) flag1 <= 0;
			else
  			  	begin
					if (!KEY[1]) flag1 <= 1;
					else flag1 <= flag1;
				end
  		end
  	always @(posedge OSC_50 or posedge OSC_double)
  		begin
			if (OSC_double) flag2 <= 0;
			else
  			  	begin
					if (!KEY[2]) flag2 <= 1;
					else flag2 <= flag2;
				end
  		end
endmodule
==> flow/run.sh <==
#!/bin/bash
# OpenROAD 26Q1-2900-gdf79404cd8, Yosys 0.63+post, stock flow scripts
make -C /OpenROAD-flow-scripts/flow DESIGN_CONFIG=/design/flow/config.mk WORK_HOME=/design/flow/orfs finish
==> flow/config.mk <==
export PLATFORM = sky130hd
export DESIGN_NAME = key_reader
export DESIGN_NICKNAME = key_reader
export VERILOG_FILES = /design/flow/design.v
export SDC_FILE = /design/flow/constraint.sdc
export NUM_CORES = 4
export LEC_CHECK = 1
export CORE_AREA = 10 10 70 70
export DIE_AREA = 0 0 80 80
==> flow/constraint.sdc <==
current_design key_reader

set clk_period 1.0
set clk_io_pct 0.2

create_clock -name clk0 -period $clk_period [get_ports {OSC}]
create_clock -name clk1 -period $clk_period [get_ports {OSC_50}]

set non_clock_inputs [all_inputs -no_clocks]
set_input_delay [expr $clk_period * $clk_io_pct] -clock clk0 $non_clock_inputs
set_output_delay [expr $clk_period * $clk_io_pct] -clock clk0 [all_outputs]
==> results.py <==
# Physical implementation metrics
metrics = {
    "place": {
        "post-place-cells": 71,
        "port_buffers": 9,
        "gp_congestion": 0.717,
        "dp_hpwl_um": 478,
    },
    "grt": {
        "grt_usage": 0.0209,
        "grt_max_degree": 5,
        "antenna_found_initial": 0,
        "grt_pass1_wl_um": 972,
        "grt_pass1_vias": 214,
        "grt_overflow": 0,
    },
    "sta": {
        "finalSetupViolCount": 2,
        "worst_slack_ps": -10.8,
        "relSlewSlack": 0.910,
        "slew_viol_final": 0,
        "rsz0062_at_grt": "yes",
        "clock_skew_ps": 0,
        "hold_viol_final": 0,
        "worst_slew_pin_slew_ps": 135,
    },
    "status": {
        "status": "finished, violations left",
        "failed_checks": "negative setup slack",
    },
    "critical_path": {
        "startpoint": "control[0]",
        "regToRegStartpoint": "flag0",
        "rr_worst_depth": 2,
        "crit_type": "reg2out",
        "critPathMaxFanout": 1,
        "required_ps": 800,
        "worstSetupStartpointType": "flop",
        "slowest_stage": "dfstp_2",
        "worstPathCellList": "buf_2",
        "rrSetupSlack_ps": 230,
        "worst-path-stages": 1,
        "cpPeakStageDelay_ps": 500,
        "r2r_end": "flag0",
        "cp_top_family": "flip-flops",
        "arrival_ps": 810,
        "critPathCapture": "control[0]",
        "worstSetupEndpointType": "output pin",
        "critPathBufInv": 1,
    },
    "clock_tree": {
        "cts-resized-gates": 14,
        "holdBufCountCts": 0,
        "path_clk_slew_ps": 40,
        "cts_tree": "done",
        "post_cts_buffers": 0,
        "cts_num_sinks": 6,
    },
    "floorplanning": {
        "fp_util": 0.0553,
        "die_x_um": 80,
        "core_area_mm2": 0.00342,
        "ioPinCount": 12,
        "fp.dieH_um": 80,
        "rows": 21,
        "die_area_mm2": 0.00640,
    },
    "detailed_routing": {
        "wire_per_inst_um": 7.47,
        "drt_pass1_iterations": 2,
        "wirelength_um": 590,
        "vias_per_cell": 2.05,
        "drt_iter0_markers": 8,
        "final_antenna_net_count": 0,
        "drc": 0,
        "insertedDiodeCount": 0,
        "num_vias": 162,
    },
    "synth": {
        "yosys_area_um2": 189,
        "synthDistinctLibCells": 7,
        "ys_cells": 13,
        "ys.flops": 6,
        "yosys_warnings": 1,
        "syn_area_um2": 189,
        "synth_seq_share": 0.808,
        "syn_avg_cell_area_um2": 14.5,
        "synth_cells": 13,
        "topCellsByArea": "dfrtp_1 (53%), dfstp_2 (28%), nand2b_1 (6.6%)",
        "top_cell_area_share": 0.530,
        "synth.largest_area_cell": "dfrtp_1",
    },
    "pwr": {
        "leakage_nw": 0.147,
        "p_total_uw": 680,
        "p_int_uw": 557,
        "pwr-share-comb": 0.026,
        "cellPowerDensity_mw_per_mm2": 1760,
        "pwr-share-seq": 0.360,
        "p_clk_frac": 0.614,
        "vdd_ir_drop_max_mv": 0.177,
        "p_sw_frac": 0.180,
        "switching_power_uw": 123,
    },
    "layout": {
        "combGateArea_um2": 28.8,
        "seqCellArea_um2": 153,
        "fin_util": 0.113,
        "n_fill_cell": 402,
        "layout-drive-gt1-share": 0.515,
        "instances_no_fill": 79,
        "area_growth_pct": 105,
    },
    "flow_run": {
        "maxCapViolations": 0,
        "tool_warnings": 29,
    },
    "hold_path": {
        "hp-class": "reg2async",
    },
}
## area by class of cell
type,count,area share
Sequential cell,6,0.395
Timing Repair Buffer,12,0.227
Tap cell,46,0.149
Clock buffer,8,0.136
Multi-Input combinational cell,5,0.0744
Inverter,2,0.0194
## synth_stat cells
cell,instances
a21oi_2,1
dfstp_2,2
inv_1,2
dfrtp_1,4
nand2b_1,2
nor2_1,1
nand2_1,1
## routing by layer
layer  share of wire  vias to the layer above  GRT usage
met1            0.41                       65     0.0187
met2            0.26                       17     0.0177
li1                -                       80          -
met4               0                        0     0.0123
met5               0                        -          0
met3            0.33                        0     0.0375
## power groups by stage
stage | Combinational, mW | Clock [mW] | Sequential (mW)
4_1_cts | 0.0179 | 0.448 | 0.245
6_report | 0.0174 | 0.417 | 0.245
5_1_grt | 0.0192 | 0.466 | 0.244
## how the worst min path moves through the flow
stage / start / end / slack (ps)
final: OSC_double / flag1 / 140
after global routing: rst / OSC_double / 150
after CTS: rst / OSC_double / 140
## logic make-up after synthesis
kind of cell,after synthesis,synth area share
AOI/OAI and AO/OA,1,0.0464
and+or+nand+nor,4,0.106
DFF,6,0.808
buffers and inverters,2,0.0397
## cells in the final DEF (no fill, tap or decap)
master,instances
clkbuf_1,2
a21oi_2,1
inv_1,2
buf_2,3
nor2_1,1
clkdlybuf4s50_1,4
dfrtp_1,4
nand2_1,1
nand2b_1,2
clkbuf_2,2
clkbuf_4,6
buf_4,3
dfstp_2,2
## state kept, by name, summed over array words and instances, names as in the netlist
name,cells
OSC_double,1
control,2
flag0,1
flag1,1
flag2,1
## metrics by stage
stage	TNS, ps	worst slack, ps	hold WS, ps	cell area [um2]
6_report	-20.8	-10.8	140	387
5_1_grt	-88.9	-53.5	155	387
4_1_cts	-56.0	-28.3	136	397
3_5_place_dp	-338	-147	140	359
3_3_place_gp	-346	-150	127	359
2_1_floorplan	0	326	-95.6	189
No activity file was given, so power comes from the tool's default toggle rates.
